**config.mk**
```make
export PLATFORM = sky130hd
export DESIGN_NAME = full_device
export DESIGN_NICKNAME = full_device
export VERILOG_FILES = /design/flow/design.v
export SDC_FILE = /design/flow/constraint.sdc
export NUM_CORES = 4
export LEC_CHECK = 1
export CORE_AREA = 10 10 104 104
export DIE_AREA = 0 0 114 114
```
**constraint.sdc**
```tcl
current_design full_device

set clk_period 9.1
set clk_io_pct 0.2

create_clock -name clk0 -period $clk_period

set non_clock_inputs [all_inputs -no_clocks]
set_input_delay [expr $clk_period * $clk_io_pct] -clock clk0 $non_clock_inputs
set_output_delay [expr $clk_period * $clk_io_pct] -clock clk0 [all_outputs]
```
**design.v**
```verilog
`timescale 1ns / 1ps
module ALU(
        input [3:0] a,
        input [3:0] b,
        input [3:0] operation,
        input c_in,
        output reg c_out,
        output reg [3:0] result
    );
    wire [3:0] added;
    wire co;
    carry_select_adder carry1(.cin(c_in), .a(a), .b(b), .sum(added), .cout(co));
    always @(*)
    begin
            case(operation)
                4'b0000: begin c_out = 1'b0; result = a & b;  end
                4'b0001: begin c_out = 1'b0; result = a | b;  end
                4'b0010: begin  c_out = 1'b0; result = ~(a & b); end
                4'b0011: begin c_out = 1'b0; result = ~(a | b);  end
                4'b0100: begin c_out = 1'b0; result = a ^ b;  end
                4'b0101: begin c_out = 1'b0; result = ~(a ^ b);  end
                4'b0110: begin c_out = 1'b0; result = ~a;  end
                4'b0111: begin c_out = 1'b0; result = ~b;  end
                4'b1000: begin c_out = 1'b1; result = ~a+1;  end
                4'b1001: begin c_out = 1'b1; result = ~b+1;  end
                4'b1010: begin c_out = co; result = added; end
                4'b1011: begin {c_out, result} = a - b;  end
                4'b1100: begin {c_out, result} = a * b;  end
                4'b1101: begin {c_out, result} = b - a;  end
                4'b1110: begin {c_out, result} = a + 1;  end
                4'b1111: begin {c_out, result} = a - 1;  end
            endcase
    end
endmodule
`timescale 1ns / 1ps
module carry_select_adder(
        input [3:0] a,
        input [3:0] b,
        input cin,
        output [3:0] sum,
        output cout
    );
    wire [3:0] carry1, carry2;
    wire [3:0] w1, w2;
    full_adder f01(1'b0, a[0], b[0], w1[0], carry1[0]);
    full_adder f02(carry1[0], a[1], b[1], w1[1], carry1[1]);
    full_adder f03(carry1[1], a[2], b[2], w1[2], carry1[2]);
    full_adder f04(carry1[2], a[3], b[3], w1[3], carry1[3]);
    full_adder f11(1'b1, a[0], b[0], w2[0], carry2[0]);
    full_adder f12(carry2[0], a[1], b[1], w2[1], carry2[1]);
    full_adder f13(carry2[1], a[2], b[2], w2[2], carry2[2]);
    full_adder f14(carry2[2], a[3], b[3], w2[3], carry2[3]);
    mux_2x1 carry_mux(cin, carry1[3], carry2[3], cout);
    mux_2x1 mux1(cin, w1[0], w2[0], sum[0]);
    mux_2x1 mux2(cin, w1[1], w2[1], sum[1]);
    mux_2x1 mux3(cin, w1[2], w2[2], sum[2]);
    mux_2x1 mux4(cin, w1[3], w2[3], sum[3]);
endmodule
`timescale 1ns / 1ps
module decoder(
        input out_control,
        input [3:0] opCode,
        input [3:0] result,
        output reg [6:0] LED_out
    );
    reg [6:0] LED_out1;
    reg [6:0] LED_out2;
    always @(*)
    begin
        case(result)
        4'b0000: LED_out1 = 7'b0000001;  
        4'b0001: LED_out1 = 7'b1001111;  
        4'b0010: LED_out1 = 7'b0010010;  
        4'b0011: LED_out1 = 7'b0000110;  
        4'b0100: LED_out1 = 7'b1001100;  
        4'b0101: LED_out1 = 7'b0100100;  
        4'b0110: LED_out1 = 7'b0100000;  
        4'b0111: LED_out1 = 7'b0001111;  
        4'b1000: LED_out1 = 7'b0000000;  
        4'b1001: LED_out1 = 7'b0000100;  
        4'b1010: LED_out1 = 7'b0001000;  
        4'b1011: LED_out1 = 7'b1100000;  
        4'b1100: LED_out1 = 7'b0110001;  
        4'b1101: LED_out1 = 7'b1000010;  
        4'b1110: LED_out1 = 7'b0110000;  
        4'b1111: LED_out1 = 7'b0111000;  
        default: LED_out1 = 7'b0000001;  
        endcase
        case(opCode)
        4'b0000: LED_out2 = 7'b0000001;  
        4'b0001: LED_out2 = 7'b1001111;  
        4'b0010: LED_out2 = 7'b0010010;  
        4'b0011: LED_out2 = 7'b0000110;  
        4'b0100: LED_out2 = 7'b1001100;  
        4'b0101: LED_out2 = 7'b0100100;  
        4'b0110: LED_out2 = 7'b0100000;  
        4'b0111: LED_out2 = 7'b0001111;  
        4'b1000: LED_out2 = 7'b0000000;  
        4'b1001: LED_out2 = 7'b0000100;  
        4'b1010: LED_out2 = 7'b0001000;  
        4'b1011: LED_out2 = 7'b1100000;  
        4'b1100: LED_out2 = 7'b0110001;  
        4'b1101: LED_out2 = 7'b1000010;  
        4'b1110: LED_out2 = 7'b0110000;  
        4'b1111: LED_out2 = 7'b0111000;  
        default: LED_out2 = 7'b0000001;  
        endcase
        LED_out = out_control ? LED_out1 : LED_out2;
    end
endmodule
`timescale 1ns / 1ps
module display(
        input [6:0] LED_out,
        output [6:0] cathode,
        output [7:0] anode
    );
    assign anode = 8'b01111111;
    assign cathode = LED_out;
endmodule
`timescale 1ns / 1ps
module full_device( 
        input [3:0] op_code, 
        input [3:0] A,
        input [3:0] B,
        input c_in,
        input control,
        output c_out,
        output [6:0] cathode,
        output [7:0] anode
    );
    wire [3:0] out;
    wire [6:0] LED_out;
    ALU alu(
        .a(A), 
        .b(B), 
        .operation(op_code), 
        .c_in(c_in), 
        .result(out), 
        .c_out(c_out)
    );
    decoder d1(
        .out_control(control),
        .opCode(op_code),
        .result(out),
        .LED_out(LED_out)
    );
    display disp(
        .LED_out(LED_out),
        .cathode(cathode),
        .anode(anode)
    );
endmodule
`timescale 1ns / 1ps
module mux_2x1(
        input select,
        input first,
        input second,
        output reg out
    );
    always @ (select, first, second) begin
        if (select == 0)
            out = first;
        else
            out = second;
    end
endmodule
`timescale 1ns / 1ps
module full_adder(
    input c_in,
    input a,
    input b,
    output sum,
    output c_out
    );
    wire w1, w2, w3;
    half_adder half1(.a(a), .b(b), .sum(w1), .c_out(w2));
    half_adder half2(.a(c_in), .b(w1), .sum(sum), .c_out(w3));
    assign c_out = w3 | w2;
endmodule
`timescale 1ns / 1ps
module half_adder(
    input a,
    input b,
    output sum,
    output c_out
    );
    xor xor1 (sum, a,b);
    and and1 (c_out, a, b);
endmodule
```
**run.sh**
```bash
#!/bin/bash
# OpenROAD 26Q1-2900-gdf79404cd8, Yosys 0.63+post, stock flow scripts
make -C /OpenROAD-flow-scripts/flow DESIGN_CONFIG=/design/flow/config.mk WORK_HOME=/design/flow/orfs finish
```
==> changes_impl.md <==
### Physical design

* Status: completed
* Setup tns final at 0 ns
* Final Hold Violation Tally at 0
* Synthesized area at 2210 µm²
* Crit start category: input pin
* Final HPWL DP at 4880 µm
* Average wire per standard cell at 15.3 µm
* CTS resizes at 0
* Total track usage at 0.0961
* Number of diodes at 0
* Number of sequential cells at 0
* Worst Setup Path Type: input pin to output pin
* Worst slew pin tran at 0.673 ns
* Floorplan row count at 34
* Post-synth top area share at 0.198
* Fp_density at 0.255
* Fraction of layout cells with a size suffix above 1 at 0.0677
* HP Class: input pin to output pin
* Power Density at 59.7 nW/µm²
* Die Y at 114 µm
* Synthesis area per yosys at 2210 µm²
* OpenROAD warnings at 55
* Top cells, area: ha_1, fa_1, nand2_1, mux2i_1, o21ai_0
* Worst IR drop on VDD at 0.0000163 V
* DRT Pass-1 Iters at 5
* Setup Buffers After CTS at 0
* Yosys Instances at 303
* Sequential cell area at 0 µm²
* WP data arrival at 6.64 ns
* Layout Cells excl Fill at 418
* Largest net degree at the start of global routing at 52
* Initial antenna violation count at 0
* CP required at 7.28 ns
* Die X-Extent at 114 µm
* Iter 0 DRT Violations at 148
* DRC at 0
* Remaining antenna violation count at 0
* First-pass GRT wire length at 10500 µm
* # setup viols final at 0
* Register share after synthesis at 0
* Distinct lib cells used at 64
* Core ar. at 8680 µm²
* Port bufs at 22
* Grt total ovfl at 0
* Synth warnings at 3
* Final Max Tran Viols at 0
* WL final at 6400 µm
* DR vias at 2102
* Leak Pwr at 1.03 nW
* Number of vias per cell at 5.03
* Hold_buf cts at 0
* Min Tclk post-route at 8.46 ns
* Final Cycle Share at 0.930
* Fmax at 118 MHz
* Placed insts at 418
* Syn Inst Count at 303
* Io pins at 30
* Maxcap violations at 0
* Area Overhead vs Synth at 11.0%
* Slew margin rel. at 0.550
* RSZ-0062 raised after global routing: no
* Vias in the first global route at 1978
* Crit path max fanout at 12
* Clock buffer count at 0
* Avg Cell Area, Syn at 7.30 µm²
* Crit end category: output pin
* Die Size at 13000 µm²
* GPL Wtd Cong at 0.942
* Synth area leader: ha_1
Yosys cell counts, drive strengths merged (6+ instances only):
| cell | count |
|---|---|
| mux2 | 6 |
| a31oi | 6 |
| inv | 22 |
| clkbuf | 8 |
| a21oi | 17 |
| nand2b | 7 |
| buf | 19 |
| ha | 35 |
| nor2 | 22 |
| xnor2 | 8 |
| o21ai | 22 |
| mux2i | 9 |
| nand2 | 29 |
| nor3 | 9 |
| nand3 | 9 |
| fa | 8 |
through the flow:
step           hold slack [ns]  setup WS (ns)  power [mW]   util  instance area (µm²)
2_1_floorplan             3.77           1.98       0.104      -                 2240
3_3_place_gp              4.85          0.696       0.145  0.283                 2460
3_5_place_dp              4.85          0.647       0.145  0.283                 2460
4_1_cts                   4.85          0.640       0.146  0.283                 2460
5_1_grt                   4.96          0.345       0.164  0.283                 2460
6_report                  4.84          0.637       0.147  0.283                 2460
layout by cell type (no fill, tap or decap), types with 2 or more instances in the layout:
cell type	instances
a2111o_1	2
a211oi_1	5
a21oi_1	17
a221oi_1	2
a22oi_1	3
a31oi_1	6
and3_1	2
and3b_1	2
buf_4	6
clkdlybuf4s50_1	22
conb_1	8
fa_1	8
ha_1	35
inv_1	21
mux2_2	5
mux2i_1	9
nand2_1	27
nand2b_1	7
nand3_1	9
nand4_1	4
nor2_1	21
nor2b_1	4
nor3_1	9
nor3b_1	5
o211ai_1	3
o21ai_0	18
o21ai_1	4
o21bai_1	3
o22ai_1	2
o32ai_1	2
xnor2_1	8
metal layers:
metal	share of wire	vias to the layer above	GRT usage	wire (µm)
met3	0.072	2	0.0149	461
li1	-	1094	-	-
met2	0.43	69	0.149	2770
met1	0.49	937	0.143	3140
met5	0	-	0	0
met4	0.0042	0	0.00668	27
critical path, stage by stage:
cell and delay (ns):
clkdlybuf4s50_1 0.68, inv_1 0.23, ha_1 0.24, nand2_1 0.05, o21ai_0 0.10, fa_1 0.41
fa_1 0.38, inv_1 0.07, fa_1 0.42, and4b_1 0.21, a21oi_1 0.11, nand4_1 0.10
a2111o_1 0.36, o22ai_2 0.42, mux2_2 0.39, nor3_1 0.13, a311oi_1 0.07, clkdlybuf4s50_1 0.44
where the power goes:
part | switching, mW | internal (mW) | total, mW
sequential | 0 | 0 | 0
combinational | 0.0788 | 0.0678 | 0.147
clock | 0 | 0 | 0
total | 0.0788 | 0.0678 | 0.147
logic make-up (layout without fill, tap and decap cells):
family,Yosys count,count (layout),share of synthesized area
AND/OR/NAND/NOR,102,102,0.240
AND-OR/OR-AND,83,83,0.258
buffers and inverters,49,50,0.119
adder cells (fa/ha/maj),43,43,0.270
multiplexers,15,15,0.0729
XOR/XNOR,9,9,0.0356
other,2,8,0.00339
area by class of cell:
cell class | count | area (µm²)
Fill cell | 967 | 6220
Multi-Input combinational cell | 260 | 1970
Timing Repair Buffer | 28 | 265
Tap cell | 108 | 135
Inverter | 22 | 85.1
path summary, 6_finish.rpt:
check                 startpoint          to  cells past startpoint
worst max-delay path        A[0]  cathode[3]                     18
worst min-delay path  op_code[1]  cathode[5]                      4
No activity file was given, so power comes from the tool's default toggle rates.
