<file path="/design/flow/config.mk">
export PLATFORM = sky130hd
export DESIGN_NAME = moore_FSM
export DESIGN_NICKNAME = moore_FSM
export VERILOG_FILES = /design/flow/design.v
export SDC_FILE = /design/flow/constraint.sdc
export NUM_CORES = 4
export LEC_CHECK = 1
export CORE_AREA = 10 10 70 70
export DIE_AREA = 0 0 80 80
</file>
<file path="/design/flow/constraint.sdc">
current_design moore_FSM

set clk_period 1.0
set clk_io_pct 0.2

create_clock -name clk0 -period $clk_period [get_ports {clk}]

set non_clock_inputs [all_inputs -no_clocks]
set_input_delay [expr $clk_period * $clk_io_pct] -clock clk0 $non_clock_inputs
set_output_delay [expr $clk_period * $clk_io_pct] -clock clk0 [all_outputs]
</file>
<file path="/design/flow/design.v">
`timescale 1ns / 1ps
module moore_FSM(out, clk, reset, read, in);
    input clk, reset, read; 
    input [7:0] in;
    output reg out;
    reg [3:0] p;  
    reg [1:0] present_state, next_state;
    parameter S0 = 0, S1 = 1, S2 = 2, S3 = 3;
    initial present_state = S3;
    always @(reset or read or present_state)
        case(present_state)
            S0: begin 
                    if(reset)               next_state <= S3;
                    else if(read)           next_state <= S1;
                    else                    next_state <= S0;
                end
            S1: begin out <= in[p];      next_state <= S2; end
            S2: begin
                    p <= p + 1;          
                    next_state <= S0; 
                end
            S3: begin p <= 0; out <= 0; next_state = S0; end    
        endcase
    always @(posedge clk) begin
        present_state <= next_state;
   end 
endmodule
</file>
<file path="/design/flow/run.sh">
#!/bin/bash
# OpenROAD 26Q1-2900-gdf79404cd8, Yosys 0.63+post, stock flow scripts
make -C /OpenROAD-flow-scripts/flow DESIGN_CONFIG=/design/flow/config.mk WORK_HOME=/design/flow/orfs finish
</file>
==> results.txt <==
This note records the results obtained with Yosys and OpenROAD.

Outcome
The flow ran to the end, and the final reports show no timing, DRC or antenna violations.

Die
The die height is 80 um. For this design the top-level I/O count stands at 12. Per the OpenROAD floorplan log, the width of the die is roughly 80 um. The initial core utilization is around 7.0%.

The die outline area is 6400 um^2. After floorplanning, the core was sized to cover 3420 um^2. The standard-cell row count is 21.

Yosys
Summing the areas of all compound-gate instances in the mapped netlist gives between 15 and 20% of the synthesized area. The simple-gate portion of the synthesized area is 12.5%. After Yosys synthesis, full adders, half adders and majority gates account for 5.21% of the synthesized area. The cell area that synthesis handed to floorplanning was between 200 and 250 um^2. The number of cell instances after yosys synthesis is 25. The chip area from the yosys synthesis statistics is 240 um^2.

Per the post-synthesis stats, the area per cell is between 9 and 10 um^2. The xor-xnor portion of the synthesized cell area is 3.65%. The largest non-sequential cell family by area is multiplexers. The cell count after synthesis is 25. In this run, synthesis produced a sequential element count of 6. The multiplexer fraction of the synthesized cell area is approximately a fifth. The number of unique standard cell types used by synthesis is 15. The total number of yosys warnings is 5.

Timing
The final critical delay including setup and external delays is between 0.7 and 0.8 ns. Setup repair after global routing left no endpoint under its margin. The part of the cycle the worst path needs is 70.5%. The count of unclocked register or latch pins is 4. Per the final report, max-transition violations number 0. The slew at the pin closest to its max-slew limit is 0.267 ns. The final layout reports a setup TNS of 0 ns. The achievable clock frequency is roughly 1400 MHz. The number of unconstrained endpoints is 5.

The count of final hold-check violations is 0. In this run the tightest slew margin relative to its limit is ~82%. The final timing report lists clock skew as 0.00315 ns. The setup violation total in the final timing report is 0.

Finish
The multi-input combinational cell area is 133 um^2. The layout stage reports a final design area of 430 um^2. The layout has 403 filler cells. The sequential cells in the finished layout cover a total of ~100 um^2. Per the final layout report, the fraction of cells sized above drive strength 1 comes to 17.9%. The library cells used most frequently in the layout, excluding fill and tap cells, are 11 x clkdlybuf4s50_1, 4 x nor2_1, 4 x dlxtn_1, 3 x clkbuf_4. The flow measured a signed area growth from synthesis to layout of 79.2%. Per the cell usage report, the commonest logic cell in the layout is clkdlybuf4s50_1.

Clocking
TritonCTS built the clock tree. The post-cts repair resize count is 0. The clock slew at the register clock pins of the worst setup and hold paths is about 0.03 ns. The insertion delay at the late pin of the worst-skew pair is roughly 0.22 ns. The number of clock buffers added by TritonCTS is 3.

The number of buffers on the longest clock path is 2. The deepest level of the CTS H-tree is 1. The buffer cell driving the clock tree root is clkbuf_4.

The count of hold buffers inserted by post-cts repair is 0. Looking at the post-CTS report, the setup buffer insertion count equals 0.

Min path
The end point of the worst hold path is present_state[1]$_DFF_P_. The report gives the cell count of the worst hold path as 1. The hold path startpoint is present_state[1]$_DFF_P_.

The worst hold path belongs to the class reg -> reg.

Placed design
Port buffering added 11 buffers. The sum of net half-perimeters after detailed placement is around 480 um. At the end of routability-driven placement, the weighted congestion stood at 0.802.

In this run the cell area measured after placement is between 400 and 500 um^2.

Pwr
Per report_power, the clock group accounts for 19.5% of the total. The report lists the power per cell area as 2110 nW/um^2. The power share of the combinational group is roughly 37%. The power report lists cell-internal power as a little over 0.6 mW. The switching fraction of total power is 32.2%. The switching component of the power was reported as 0.293 mW. Per the power-grid run, VDD falls by no more than about 870 uV.

The register share of total power is between 40% and 50%. The leakage power total is 0.160 nW.

Global routing
The total overflow reported by the global router is 0. The first-pass GRT wire length is 1100 um. The via count of the first global-routing pass is 254. The number of antenna violations at the first check in global routing is 0. The pin count of the biggest net entering global routing is 8. Global routing used 2.07% of the available tracks.

Worst setup path
The cell sequence reported for the critical path is clkdlybuf4s50_1 -> nor2_1 -> nor3_1. The startpoint of the worst-slack reg-to-reg timing path is present_state[0]$_DFF_P_. The timing report notes that buffer and inverter cells on the critical path total 1. The length in cells of the worst reg-to-reg path is 2. The worst endpoint required time is 1.15 ns.

The start-to-end type of the worst setup path is in -> reg. The standard cell with the maximum stage delay on the critical path is clkdlybuf4s50_1. The arrival time at the worst endpoint is 0.85 ns. The endpoint kind of the worst setup timing path is a flop. The cell family contributing the most delay on the critical path is buffers and inverters. The timing report gives the biggest stage delay along the critical path as 0.48 ns. The timing startpoint of the critical path is reset.

The critical path startpoint category is a primary input. In this run the register-to-register setup slack is 0.30 ns. The worst register-to-register path ends at present_state[1]$_DFF_P_. The report shows a maximum critical-path fanout of 2.

Job
The OpenROAD warning count is 25. Per the run summary, max-cap violations total 0.

Drt
After detailed routing, the average wire length per cell comes to 7.45 um. The total via count after detailed routing is 233. After detailed routing, the number of vias per cell comes to between 2 and 3. The number of antenna diodes in the final layout is 0. The detailed router reported a total wirelength of between 600 and 700 um.

The first routing iteration left 7 violations. The remaining antenna violation count after routing is 0. The post-detailed-route DRC marker count is 0. The iteration tally of the first detailed-router pass is 4.
sequential cells by signal (all words and copies together) (netlist names):
register / cells
out: 1
present_state: 2
p: 3
routing by layer:
metal	wire (um)	GRT usage, %
met5	0	0
met4	0	0.704
met3	92	1.14
met2	171	2.65
met1	368	2.81
cell usage after synthesis:
cell | number | area share, %
mux2_2 | 2 | 9.4
ha_1 | 1 | 5.2
dfxtp_1 | 2 | 17
xnor2_1 | 1 | 3.6
mux4_2 | 1 | 9.4
a211oi_2 | 1 | 5.2
nand2b_1 | 1 | 2.6
o22ai_1 | 1 | 2.6
a21boi_0 | 1 | 3.1
dlxtn_1 | 4 | 25
inv_1 | 2 | 3.1
nand2_1 | 1 | 1.6
nor3_1 | 1 | 2.1
a21oi_1 | 2 | 4.2
nor2_1 | 4 | 6.2
power groups by stage:
stage	Sequential [mW]	Clock (mW)	Combinational, mW
after CTS	0.396	0.194	0.341
after global routing	0.420	0.207	0.381
final	0.395	0.177	0.337
layout make-up:
cell class                      count  area share [%]
Sequential cell                     6            23.3
Clock buffer                        3            5.23
Timing Repair Buffer               11            25.6
Tap cell                           46            13.4
Multi-Input combinational cell     17            30.8
Inverter                            2            1.74
per-stage QoR:
stage | setup WS [ns] | hold WS (ns) | power (mW) | cells | util, %
floorplan | 0.403 | 0.316 | 0.589 | 25 | -
global placement | 0.105 | 0.506 | 0.714 | 82 | 11.9
detailed placement | 0.0821 | 0.525 | 0.730 | 82 | 11.9
CTS | 0.302 | 0.544 | 0.931 | 85 | 12.6
global route | 0.243 | 0.579 | 1.01 | 85 | 12.6
finish | 0.295 | 0.536 | 0.909 | 85 | 12.6
logic make-up after synthesis:
family | after synthesis
buf+inv | 2
fa+ha+maj | 1
xor+xnor | 1
compound gates | 5
mux | 3
latches | 4
flops | 2
simple gates | 7
worst max-delay path by stage:
stage | endpoint | depth (start not counted)
4_1_cts | present_state[1]$_DFF_P_ | 2
5_1_grt | present_state[1]$_DFF_P_ | 2
6_report | present_state[0]$_DFF_P_ | 3
Power is estimated from default activity; no workload was simulated.
