==> ./design.v <==
`timescale 1ns / 1ps
module mealy_FSM(out, clk, reset, in);
    input clk, reset;
    input in;
    output reg out;
    reg [3:0] p;  
    reg [1:0] present_state, next_state;
    parameter S0 = 0, S1 = 1, S2 = 2;
    initial present_state = S0;
    always @(present_state or in)
        case(present_state)
            S0: begin 
                    if(in) begin next_state <= S1; out <= 0; end
                    else begin next_state <= S2; out <= 0; end
                end
            S1: begin
                    if(in) begin next_state <= S1; out <= 1; end
                    else begin next_state <= S2; out <= 1; end
                end
            S2: begin
                    if(in) begin next_state <= S1; out <= 0; end
                    else begin next_state <= S2; out <= 0; end
                end
        endcase
    always @(posedge clk) begin
        if (reset) present_state <= S0;
        else present_state <= next_state;
   end 
endmodule
==> ./run.sh <==
#!/bin/bash
# OpenROAD 26Q1-2900-gdf79404cd8, Yosys 0.63+post, stock flow scripts
make -C /OpenROAD-flow-scripts/flow DESIGN_CONFIG=/design/flow/config.mk WORK_HOME=/design/flow/orfs finish
==> ./config.mk <==
export PLATFORM = sky130hd
export DESIGN_NAME = mealy_FSM
export DESIGN_NICKNAME = mealy_FSM
export VERILOG_FILES = /design/flow/design.v
export SDC_FILE = /design/flow/constraint.sdc
export NUM_CORES = 4
export LEC_CHECK = 1
export CORE_AREA = 10 10 70 70
export DIE_AREA = 0 0 80 80
==> ./constraint.sdc <==
current_design mealy_FSM

set clk_period 1.0
set clk_io_pct 0.2

create_clock -name clk0 -period $clk_period [get_ports {clk}]

set non_clock_inputs [all_inputs -no_clocks]
set_input_delay [expr $clk_period * $clk_io_pct] -clock clk0 $non_clock_inputs
set_output_delay [expr $clk_period * $clk_io_pct] -clock clk0 [all_outputs]
==> impl_metrics.env <==
# yosys + openroad results
export IMPL_tritoncts_num_buffers=3
export IMPL_power_share_sequential_pct=30.3
export IMPL_cts_repair_timing_setup_buffer_count=0
export IMPL_syn_inst=10
export IMPL_synth_avg_cell_area_um2=11.9
export IMPL_fmax_mhz=1320
export IMPL_drt_first_iter_violations=0
export IMPL_routed_wire_length_per_instance_um=4.31
export IMPL_final_comb_area_um2=30.0
export IMPL_post_route_drc_count=0
export IMPL_critical_path_startpoint="reset"
export IMPL_floorplan_die_height_um=80
export IMPL_rows=21
export IMPL_maxCapViolations=0
export IMPL_final_hold_viol_count=0
export IMPL_leakage_dissipation_nw=0.0869
export IMPL_grt_overflow_total=0
export IMPL_power_net_switching_w=0.0000560
export IMPL_vias=85
export IMPL_least_margin_pin_slew_ns=0.0952
export IMPL_critical_path_endpoint_type="flip-flop"
export IMPL_fillCellCount=413
export IMPL_first_pass_grt_wire_length_um=448
export IMPL_worst_path_stages=2
export IMPL_die_w_um=80
export IMPL_yosysCellCount=10
export IMPL_worst_setup_endpoint="present_state[0]$_SDFF_PP0_"
export IMPL_insertedDiodeCount=0
export IMPL_outcome="complete, no violations"
export IMPL_max_vdd_ir_drop_mv=0.435
export IMPL_pin_count=4
export IMPL_drt_first_pass_iters=1
export IMPL_clockBufferDepth=2
export IMPL_final_cell_mix="3 x clkbuf_4, 3 x clkdlybuf4s50_1, 3 x dlxtn_1"
export IMPL_first_global_vias=108
export IMPL_arrival_ns=0.87
export IMPL_vias_per_cell=1.37
export IMPL_worst_setup_path_type="in2reg"
export IMPL_portBuffers=3
export IMPL_grtUsageMet3_pct=1.36
export IMPL_power_frac_clock_pct=64.9
export IMPL_antenna_violating_nets_post_route=0
export IMPL_ctsHtreeMaxLevel=1
export IMPL_tritoncts="done"
export IMPL_crit_required_ns=1.12
export IMPL_critPathLaunchType="input pin"
export IMPL_critical_path_max_stage_delay_ns=0.47
export IMPL_grt_util_met2_pct=1.12
export IMPL_endpoints_left_unconstrained=4
export IMPL_p_total_w=0.000284
export IMPL_setup_tns_ns=0
export IMPL_core_region_area_mm2=0.00342
export IMPL_synth_top_area_share_pct=37.9
export IMPL_rsz_0062_raised_after_global_routing="false"
export IMPL_place_congestion=0.476
export IMPL_yosys_top_cells_area="dlxtn_1 38%, dfxtp_1 34%, and2b_2 15%"
export IMPL_postLayoutCellArea_um2=229
export IMPL_power_share_combinational_pct=4.7
export IMPL_worst_path_dominant_cell_family="buffers and inverters"
export IMPL_log_warning_count=25
export IMPL_power_density_mw_per_mm2=1240
export IMPL_yosys_warnings=1
export IMPL_hp_class="in2reg"
export IMPL_final_max_slew_viol_count=0
export IMPL_post_cts_resized_instances=0
export IMPL_maxSlewHeadroom_pct=93.7
export IMPL_synth_cell_type_count=6
export IMPL_crit_path_buf_inv_count=1
export IMPL_die_area_mm2=0.00640
export IMPL_setup_violations=0
export IMPL_power_report_internal_total_w=0.000228
export IMPL_synth_area_yosys_um2=119
export IMPL_clk_pin_slew_ns=0.03
export IMPL_synthesis_area_um2=119
export IMPL_antenna_found_initial=0
export IMPL_ctsHoldBuffers=0
export IMPL_final_min_period_over_clock_period_pct=75.6
export IMPL_netlist_top_cell_by_area="dlxtn_1"
export IMPL_path_max_fanout=2
export IMPL_drive_above_1_share_pct=31.3
export IMPL_use_met1_pct=0.863
export IMPL_grt_start_max_net_pins=4
export IMPL_cp_max_delay_cell="clkdlybuf4s50_1"
export IMPL_min_period_ns=0.756
export IMPL_placement_cell_area_um2=206
export IMPL_globalRouteTotalUtil_pct=0.972
export IMPL_grt_busiest_layer="met3"
export IMPL_unclocked_regs=3
export IMPL_timing_critical_path_cells="clkdlybuf4s50_1 -> and2b_2"
export IMPL_sw_frac_of_total_pct=19.7
export IMPL_fp_util_pct=3.48
export IMPL_routed_wl_um=267
export IMPL_seq_area_um2=85.1
export IMPL_synth_flops=5
export IMPL_area_growth_synth_to_final_pct=92.6
export IMPL_clockRootBuffer="clkbuf_4"
-- final cells by class --
type                    instances  share of cell area, %
flip-flops and latches          5                   37.2
well taps                      46                   25.1
multi-input cells               4                   13.1
repair buffers                  3                   13.1
clock buffers                   3                   9.84
inverters                       1                   1.64
-- power groups by stage --
stage | logic [W] | registers (W) | clock network [W]
5_1_grt | 0.0000149 | 0.0000867 | 0.000206
4_1_cts | 0.0000138 | 0.0000863 | 0.000196
6_report | 0.0000134 | 0.0000863 | 0.000185
-- logic make-up after synthesis --
group | synth area share, %
buffers and inverters | 3.15
DFF | 33.7
latches | 37.9
and+or+nand+nor | 25.3
-- cell usage after synthesis --
master   instances
inv_1            1
and2_1           1
dfxtp_1          2
and2b_2          2
dlxtn_1          3
nor2b_1          1
-- sequential cells by signal (all words and copies together) (netlist names) --
signal and flops:
next_state 2, present_state 2, out 1
-- worst min path at each step --
stage                            endpoint   from  cells past startpoint
CTS           present_state[1]$_SDFF_PP0_  reset                      2
global route  present_state[1]$_SDFF_PP0_  reset                      2
finish        present_state[1]$_SDFF_PP0_  reset                      2
-- layer usage --
layer,up-vias,wire (um)
met5,-,0
li1,42,-
met2,7,92
met1,34,106
met4,0,14
met3,2,54
-- per-stage QoR --
step	std cells	utilization [%]	hold WS, ns	worst slack, ns
finish	62	6.70	0.615	0.244
global route	62	6.70	0.622	0.238
CTS	62	6.70	0.612	0.247
detailed placement	59	6.04	0.849	0.00913
global placement	59	6.04	0.834	0.0228
floorplan	10	-	0.408	0.504
Power is estimated from default activity; no workload was simulated.
